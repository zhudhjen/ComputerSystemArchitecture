==> design/flow/design.v <==
`timescale 1ns / 1ps
module anti_jitter (
	input wire clk,   
	input wire rst,   
	input wire sig_i,   
	output wire sig_o   
	);
	parameter
		CLK_FREQ = 100,   
		JITTER_MAX = 10000;   
	parameter
		INIT_VALUE = 0;   
	localparam
		CLK_COUNT = CLK_FREQ * JITTER_MAX;   
	reg [31:0] clk_count = 0;
	reg buff = INIT_VALUE;
	always @(posedge clk) begin
		if (rst) begin
			clk_count <= 0;
			buff <= INIT_VALUE;
		end
		else if (sig_i == sig_o) begin
			clk_count <= 0;
		end
		else if (clk_count == CLK_COUNT-1) begin
			clk_count <= 0;
			buff <= sig_i;
		end
		else begin
			clk_count <= clk_count + 1'h1;
		end
	end
	assign sig_o = buff;
endmodule
==> design/flow/run.sh <==
#!/bin/bash
# OpenROAD 26Q1-2900-gdf79404cd8, Yosys 0.63+post, stock flow scripts
make -C /OpenROAD-flow-scripts/flow DESIGN_CONFIG=/design/flow/config.mk WORK_HOME=/design/flow/orfs finish
==> design/flow/config.mk <==
export PLATFORM = sky130hd
export DESIGN_NAME = anti_jitter
export DESIGN_NICKNAME = anti_jitter
export VERILOG_FILES = /design/flow/design.v
export SDC_FILE = /design/flow/constraint.sdc
export NUM_CORES = 4
export LEC_CHECK = 1
export CORE_AREA = 10 10 107 107
export DIE_AREA = 0 0 117 117
==> design/flow/constraint.sdc <==
current_design anti_jitter

set clk_period 6.4
set clk_io_pct 0.2

create_clock -name clk0 -period $clk_period [get_ports {clk}]

set non_clock_inputs [all_inputs -no_clocks]
set_input_delay [expr $clk_period * $clk_io_pct] -clock clk0 $non_clock_inputs
set_output_delay [expr $clk_period * $clk_io_pct] -clock clk0 [all_outputs]
==> run_results.csv <==
group,metric,value,unit
cts,clkSinkCount,33,
floorplan,fp_util,18.1,%
floorplan,core_area,9200,um2
critical_path,cp_cell_sequence,"clkdlybuf4s50_1",
synthesis,synth.area.top_cells,"dfxtp_1, a21oi_1, or4_1",
placement,port_buffers,3,
cts,cts_buffers,5,
final_timing,final-setup-viol-count,0,
routing,num_antenna_cells,0,
placement,gp_congestion,0.822,
final_timing,hold_viol,0,
cts,clockBufferDepth,2,
grt,grt_pass1_vias,1246,
synthesis,syn_area,1670,um2
synthesis,synthCells,189,
grt,overflow,0,
placement,place_ws,3.77,ns
power,leakage,0.574,nW
critical_path,crit_buf_inv,1,
routing,drcViolationCount,0,
routing,routedWlPerCell,11.7,um
cts,clockRootBuffer,"clkbuf_8",
cts,cts_hold_buf,0,
routing,via_count,1438,
floorplan,num_rows,35,
floorplan,die_height,117,um
routing,ant_nets,0,
critical_path,crit_slowest_cell,"clkdlybuf4s50_1",
routing,routed_via_density,4.78,
run_status,status,"finished clean",
synthesis,ys_seq_share,39.6,%
critical_path,crit_path_max_incr_delay,0.48,ns
synthesis,synthArstFlopShare,0,%
final_timing,rsz0062_at_grt,"false",
synthesis,syn_area_per_cell,8.82,um2
final_timing,worstMarginPinSlew,0.586,ns
final_timing,max_freq,415,MHz
synthesis,synth_cell_type_count,38,
synthesis,yosys_area,1670,um2
placement,dpl.hpwl,2.35,mm
run,warnings,25,
run,drv_cap,0,
critical_path,crit_type,"reg -> out",
finish,final_util,20.3,%
synthesis,synth-edff-count,0,
cts,cts_setup_buffers,0,
critical_path,critPathMaxFanout,3,
synthesis,largest_area_cell,"dfxtp_1",
finish,area_growth,12.1,%
floorplan,dieArea,13700,um2
final_timing,fin_crit_sh,37.6,%
floorplan,die_w,117,um
synthesis,ys_ff,33,
cts,post_cts_resize_count,0,
final_timing,fin_crit,2.41,ns
synthesis,yosysWarnings,1,
power,irDropWorstVdd,0.0000741,V
grt,grt_pass1_wl,6.07,mm
power,power_density,207,nW/um2
cts,cts_tree,"built",
routing,drtIter0Drc,119,
grt,grt_usage,5.32,%
final_timing,drv_slew,0,
critical_path,crit_path_start_kind,"flip-flop",
synthesis,ff_type,"dfxtp_1",
final_timing,fin_worst_skew,0.00860,ns
critical_path,cp_top_family,"buffers and inverters",
cts,clk_pin_slew,0.06,ns
hold_path,hold_class,"reg -> reg",
synthesis,yosys_cells,189,
critical_path,end_kind,"output port",
finish,drive_gt1_share,11.6,%
grt,grt_max_degree,31,
routing,drtPass1Iterations,4,
cts,htree_levels,2,
critical_path,crit_required,5.12,ns
cts,clk_latency,0.29,ns
grt,antenna_found_initial,0,
critical_path,crit_arrival,1.13,ns
final_timing,fin_ws,3.99,ns
final_timing,relSlewSlack,60.4,%
routing,wl,3.51,mm
floorplan,ios,4,
synthesis,synth.top_cell.area_share,39.6,%
final_timing,fin_tns_setup,0,ns
-- layout by cell type, fill, tap and decap left out, drive strengths merged, types with 10 or more instances in the layout --
master and n:
nand3 14, nand4 11, dfxtp 33, o31ai 11
or4 13, nor2 13, o21ai 10, a21oi 19
-- metal layers --
layer	global-route usage [%]	up-vias	share of wire (%)	wire length [um]
met5	0	-	0	0
met4	0.659	0	1.3	46
met3	1.65	8	5.6	198
met2	7.31	27	40	1410
met1	8.17	679	53	1860
li1	-	724	-	-
-- power breakdown --
| group | switching, W | total, W | internal [W] |
|---|---|---|---|
| Clock | 0.0000757 | 0.000173 | 0.0000972 |
| Sequential | 0.000000412 | 0.000206 | 0.000206 |
| Combinational | 0.00000463 | 0.00000711 | 0.00000248 |
| Total | 0.0000807 | 0.000386 | 0.000306 |
-- registers in the layout, summed over array words and instances, names as in the netlist --
register   cells
buff           1
clk_count     32
-- worst paths after layout --
kind / from / endpoint / slack, ns / cells after the start
hold / removal: clk_count[0] / clk_count[0] / 0.44 / 1
hold reg to reg: clk_count[0] / clk_count[0] / 0.44 / 1
setup reg to reg: clk_count[3] / clk_count[26] / 4.14 / 4
setup / recovery: buff / sig_o / 3.99 / 1
-- synthesized netlist by cell type, types with 2 or more instances --
| library cell | number |
|---|---|
| dfxtp_1 | 33 |
| a21oi_1 | 18 |
| nand3_1 | 14 |
| nor2_1 | 13 |
| or4_1 | 12 |
| o31ai_1 | 11 |
| o21ai_0 | 10 |
| nand2_1 | 8 |
| xor2_1 | 8 |
| nand4_1 | 7 |
| or3_1 | 6 |
| buf_2 | 5 |
| nor4_1 | 5 |
| and3_1 | 4 |
| inv_1 | 3 |
| nand4_2 | 3 |
| nor3_1 | 3 |
| xnor2_1 | 3 |
| and3_2 | 2 |
| and4_2 | 2 |
| clkbuf_8 | 2 |
-- final cells by class --
type	count	area, um2
clock inverter	1	5.00
clock buffer	7	96.3
timing repair buffer	4	37.5
tap	111	139
inverter	3	11.3
multi-input combinational	142	918
fill	993	7330
sequential	33	661
-- cells by family (layout without fill, tap and decap cells) --
logic type      after synthesis  after routing  synth area share [%]
compound gates               43             43                  15.4
flops                        33             33                  39.6
buf+inv                      14             15                  5.48
fa+ha+maj                     1              1                 0.751
xor+xnor                     11             11                  5.78
simple gates                 87             87                  33.0
-- through the flow --
step	cell area (um2)	power, W	hold slack [ns]	cells
2_1_floorplan	1670	0.000216	0.413	189
3_3_place_gp	1770	0.000218	0.422	293
3_5_place_dp	1770	0.000218	0.432	293
4_1_cts	1870	0.000391	0.443	301
5_1_grt	1870	0.000399	0.471	301
6_report	1870	0.000386	0.444	301
Power is estimated from default activity; no workload was simulated.
